File: design.v
module RX_FIFO_FANCY
#(
	parameter NUM_BYTES = 64,
	parameter ADDRESS_WIDTH = NUM_BYTES >> 1
 )
(
	input wire readClock,
	input wire writeClock,
	input wire n_rst,
	input wire r_enable,
	input wire w_enable,
	input wire [7:0] w_data,
	output reg [7:0] r_data,
	output wire empty,
	output wire full
);
  reg [7:0] Memory [NUM_BYTES - 1 : 0];
  wire [ADDRESS_WIDTH - 1 : 0] pNextWordWrite;
  wire [ADDRESS_WIDTH - 1 : 0] pNextWordRead;
  wire [ADDRESS_WIDTH - 1 : 0] SIZE;
  reg [7:0] r_data_nxt;
  wire NextWriteAddressEnable;
  wire NextReadAddressEnable;
  reg [7:0] Input;
  reg [7:0] Output;
  always_ff @ (posedge readClock)
  begin
    if(r_enable && !empty) begin
	Output <= Memory[pNextWordRead];
    end
  end
  always_ff @ (posedge writeClock)
  begin
    if(w_enable && !full) begin
	Memory[pNextWordWrite] <= w_data;
    end
  end
  always_ff @ (posedge writeClock, negedge n_rst)
  begin
    if(n_rst == 1'b0)	 
    begin
      r_data <= 'z;
    end
    else		 
    begin
      r_data <= r_data_nxt;
    end
  end
  assign r_data_nxt = Output;
  assign SIZE = NUM_BYTES - 1;
  assign NextWriteAddressEnable = w_enable & ~full;
  assign NextReadAddressEnable = r_enable & ~empty;
  flex_counter_0 #(ADDRESS_WIDTH) WriteAddress(.clk(writeClock), .n_rst(n_rst), .clear(1'b0), .count_enable(NextWriteAddressEnable), 
					       .rollover_val(SIZE + 1'b1), .count_out(pNextWordWrite),
					       .rollover_flag());
  flex_counter_0 #(ADDRESS_WIDTH) ReadAddress (.clk(readClock), .n_rst(n_rst), .clear(1'b0), .count_enable(NextReadAddressEnable),
					       .rollover_val(SIZE + 1'b1), .count_out(pNextWordRead), .rollover_flag());
  assign full = ((pNextWordRead - pNextWordWrite) == 1) | (pNextWordRead == 0 & pNextWordWrite == NUM_BYTES - 1) | (pNextWordRead == 0 & pNextWordWrite == NUM_BYTES - 1) | (pNextWordRead == 1 & pNextWordWrite == NUM_BYTES );
  assign empty = ~full & (pNextWordWrite == pNextWordRead);
endmodule
module flex_counter_0
#(
	parameter NUM_CNT_BITS = 4
)
(
	input wire clk,
	input wire n_rst,
	input wire clear,
	input wire count_enable,
	input wire [NUM_CNT_BITS - 1:0] rollover_val,
	output wire [NUM_CNT_BITS - 1:0] count_out,
	output wire rollover_flag
);
  reg [NUM_CNT_BITS - 1:0] OutputCopy;
  reg [NUM_CNT_BITS - 1:0] OutputCopy_nxt;
  reg rollover;
  reg flag;
  reg flag_nxt;
  always_ff @ (posedge clk, negedge n_rst)
  begin
    if(n_rst == 1'b0)	 
    begin
      OutputCopy <= '0;
      flag <= 0;
    end
    else		 
    begin
      OutputCopy <= OutputCopy_nxt;
      flag <= flag_nxt;
    end
  end
  always_comb
  begin
    OutputCopy_nxt = OutputCopy;
    flag_nxt = flag;
    if (clear == 0 && count_enable == 1'b1 && flag == 0)
    begin
      flag_nxt = 0;
      OutputCopy_nxt = OutputCopy + 1;
      if (OutputCopy_nxt == rollover_val)	 
      begin
	flag_nxt = 1;
      end
    end
    else if(clear == 1)
    begin
	OutputCopy_nxt = '0;
    end
    if (flag == 1)				 
      begin
	OutputCopy_nxt = 0;
	flag_nxt = 0;
    end
  end
assign count_out = OutputCopy;
assign rollover_flag = flag;
endmodule
File: run.sh
#!/bin/bash
# OpenROAD 26Q1-2900-gdf79404cd8, Yosys 0.63+post, stock flow scripts
make -C /OpenROAD-flow-scripts/flow DESIGN_CONFIG=/design/flow/config.mk WORK_HOME=/design/flow/orfs finish
File: config.mk
export PLATFORM = sky130hd
export DESIGN_NAME = RX_FIFO_FANCY
export DESIGN_NICKNAME = RX_FIFO_FANCY
export VERILOG_FILES = /design/flow/design.v
export SDC_FILE = /design/flow/constraint.sdc
export NUM_CORES = 4
export LEC_CHECK = 1
export CORE_UTILIZATION = 40
File: constraint.sdc
current_design RX_FIFO_FANCY

set clk_period 18.1
set clk_io_pct 0.2

create_clock -name clk0 -period $clk_period [get_ports {readClock}]
create_clock -name clk1 -period $clk_period [get_ports {writeClock}]

set non_clock_inputs [all_inputs -no_clocks]
set_input_delay [expr $clk_period * $clk_io_pct] -clock clk0 $non_clock_inputs
set_output_delay [expr $clk_period * $clk_io_pct] -clock clk0 [all_outputs]
==> metrics.yaml <==
clock_tree:
  cts_setup_buffers: 0
  clkSlewWorstSetupHoldPaths_ps: 60
  hold_buffers: 0
  cts.sinks: 594
  cts_repair_resize_count: 0
  cts_tree: "built"
drt:
  wl_um: 69500
  wl_per_cell_um: 25.1
  ant_nets: 0
  vias: 16200
  viasPerCell: 5.84
  drt-pass1-iter-count: 7
  route.detailed.drc: 0
  drtIter0Drc: 1296
critical_path:
  cp.required_ps: 14480
  crit_path_start_kind: "register"
  cp_max_fo: 19
  arrival_ps: 4920
  path_class: "register to primary output"
  endpoint_kind: "primary output"
synth:
  ys_cells: 1785
  synth_cells: 1785
  numSynthFlops: 594
  synth_seq_share_pct: 64.1
  synth_area_um2: 27300
  edf_count: 520
  syn_avg_cell_area_um2: 15.3
  flop_cell: "edfxtp_1"
  synth_chip_area_um2: 27300
  async_reset_ff_share_pct: 12.5
  synth_cell_type_count: 83
  ys_warn_count: 4
placement:
  port_buffers: 21
  place_area_um2: 28800
  dp_hpwl_um: 45300
  gp_congestion: 0.946
timing:
  worst_slew_pin_slew_ps: 854
  setup_viol: 0
  maxSlewViolCount: 0
  grt_setup_unrepaired: "no"
  hold_violations: 0
  tns_ps: 0
  slew_headroom_pct: 42.2
  clock_skew_ps: 52.1
grt:
  grt_pass1_vias: 17000
  grt_pass1_wl_um: 107000
  grt_max_degree: 95
  overflow: 0
  grt_use_total_pct: 22.3
  antenna_found_initial: 3
pwr:
  power_density_nw_per_um2: 132
  vdd_drop_max_mv: 0.116
  p_leak_nw: 10.2
  p_total_mw: 4.06
die:
  dieArea_um2: 69200
  fp-row-count: 95
  core_area_um2: 67300
  io_pins: 23
  die-height_um: 263
  die_x_um: 263
  initCoreUtil_pct: 40.5
run:
  log.warning_count: 31
  max-cap-violations: 0
run_status:
  status: "finished clean"
final_layout:
  mostFrequentLayoutCell: "edfxtp_1"
  area_growth_pct: 12.6
  fill_cells: 5758
  layout_top_cells: "edfxtp_1 (520), mux4_2 (168), nor2_1 (133)"
  layout-drive-gt1-share_pct: 20.1
  fin_area_um2: 30700
min_path:
  holdCritPathClass: "register to register"
==> per-layer routing <==
metal,track usage (%),share of wire [%]
met1,31.5,38
met2,34.5,49
met3,9.61,10
met4,4.65,2.4
met5,0,0.024
==> report_power, final <==
group / total [mW] / leakage, nW / internal, mW / switching [mW]
Sequential: 1.65 / 5.62 / 1.56 / 0.0853
Combinational: 1.21 / 3.68 / 0.561 / 0.653
Clock: 1.20 / 0.911 / 0.678 / 0.518
Total: 4.06 / 10.2 / 2.80 / 1.26
==> critical path, cell delays in order (launching register included) <==
cell	delay, ps
dfrtp_1	550
inv_1	230
ha_1	470
nand3b_2	140
a21oi_2	280
o21ai_2	170
a2111oi_4	610
o2111a_1	270
nor3_1	60
or3_1	360
o41ai_4	380
buf_4	300
clkdlybuf4s50_1	490
==> worst paths after layout <==
path	startpoint	endpoint	slack, ps	cells past startpoint
max in group asynchronous	n_rst	ReadAddress.OutputCopy[1]$_DFFE_PN0P_	13790	2
setup / recovery	WriteAddress.OutputCopy[2]$_DFFE_PN0P_	full	9560	12
max in group clk1	w_enable	Memory[16][0]$_DFFE_PP_	11970	8
min in group clk0	ReadAddress.OutputCopy[18]$_DFFE_PN0P_	ReadAddress.OutputCopy[18]$_DFFE_PN0P_	640	2
setup reg to reg	WriteAddress.OutputCopy[2]$_DFFE_PN0P_	Memory[16][0]$_DFFE_PP_	12570	15
min in group asynchronous	n_rst	WriteAddress.OutputCopy[30]$_DFFE_PN0P_	3000	1
hold reg to reg	Output[7]$_DFFE_PP_	r_data[7]$_DFF_PN0_	50	0
hold / removal	Output[7]$_DFFE_PP_	r_data[7]$_DFF_PN0_	50	0
==> registers in the layout (all words and copies together), names as in the netlist <==
register and cells:
WriteAddress.flag 1, r_data 8, Memory 512, ReadAddress.flag 1, ReadAddress.OutputCopy 32, WriteAddress.OutputCopy 32
Output 8
==> cell type report <==
cell class	count	area, µm²	share of cell area [%]
sequential	594	17500	56.9
multi-input combinational	1041	9210	30.0
timing repair buffer	107	838	2.73
tap	873	1090	3.56
antenna	1	2.50	0.00815
clock buffer	73	1540	5.01
clock inverter	37	357	1.16
inverter	46	173	0.563
==> Yosys cell counts, drive strengths merged, types with 5 or more instances <==
master	number	area share, %
edfxtp	520	57
mux4	168	14
nor2	133	1.8
nor3	88	1.6
nand2	76	1.1
dfrtp	74	6.8
a21oi	72	1.3
clkbuf	72	0.99
nand3	62	1.1
o21ai	57	1.1
inv	46	0.63
nand4	41	0.94
ha	38	1.7
buf	32	0.54
nor4	32	0.78
xor2	30	0.96
xnor2	20	0.64
and3	19	0.44
or3	18	0.44
mux2	14	0.58
a21o	13	0.36
a211oi	12	0.33
nand2b	10	0.23
o211ai	9	0.25
o22ai	8	0.18
a31oi	7	0.16
nand3b	7	0.21
or4	7	0.19
a211o	6	0.19
a311oi	6	0.19
a41o	6	0.22
nor2b	6	0.14
a2111oi	5	0.31
and2	5	0.11
o21a	5	0.14
or2	5	0.11
==> cells by family after synthesis <==
kind of cell    after synthesis  synth area share, %
buf+inv                     150                 2.16
mux                         185                 14.6
simple gates                527                 9.83
flops                       594                 64.1
compound gates              240                 5.93
xor+xnor                     50                 1.61
fa+ha+maj                    39                 1.82
==> through the flow <==
stage          hold WS, ps  instances  util (%)  setup slack (ps)
6_report              47.5       2772      45.6              9560
5_1_grt               46.7       2771      45.6              9200
4_1_cts               24.8       2771      45.6              9580
3_5_place_dp           345       2661      42.8              9890
3_3_place_gp           341       2661      42.8              9870
2_1_floorplan          331       1785         -             10210
Power and IR drop assume default switching activity.
