<file path="flow/design.v">
module MainRCU(
input wire clk,
input wire n_rst,
input reg [7:0] Rcv_data,
input wire R_error,
input wire [2:0] StatusIn,
input wire [3:0] Decode_Status,
input wire [2:0] Encode_Status,
input wire eop, 
output reg [7:0] Address,
output reg [3:0] Request,
output reg [3:0] Encode_Instruction,
output reg USBOE,
output logic [2:0] Decode_Instruction,
output reg Restart
);
typedef enum logic [6:0] {IDLE, READ, WRITE, ERASE, R_WAIT, R_WAIT_2, W_WAIT, E_WAIT, MAX_PACKET, ERROR_R, ERROR_W, ADD_EQ1, DUMMY1, REVERT1, ADD_EQ2, DUMMY2, REVERT2,
ADD_EQ3, DUMMY3, REVERT3, ACK_RW, CHECK_TOKEN, READ_T, WAIT1, WAIT2, ADD_CRC, WASTE, CHK_ACK, WRITE_T, W_SUCCESS, W_FLASH, ENC_GOOD_REPEAT,
E1, E2, E3, E4, E5, E6, E7, E8, E9, E10, E11, E12, WAIT_ERASE, ACK_GOOD, ACK_BAD, RESUME1, RESUME2, RESUME3, WAIT2_1, ATTACHSYNCDATA1, ATTACHSYNCDATA2, WAITATTACHSYNCDATA1, WASTE2, MAX_PACKET2, WASTE3, W1,W2,W3,W4,W5,W6,W7,WACK_RW,REVERT4,RESET1, ACK_RW1, PREACK_RW,ACK_RW2} state;
state current_state;
state next_state;
reg [3:0] Req_orig;
reg [3:0] next_Req_orig;
reg [7:0] next_Address;
reg Success;
reg next_Success;
reg [3:0] next_Encode_Instruction;
reg [2:0] next_Decode_Instruction;
reg next_USBOE;
reg [2:0] next_Status;
reg [2:0] Status;
always_ff @ (posedge clk, negedge n_rst)
begin
	if(n_rst==0)
	begin
		current_state <= IDLE;
		USBOE <= 0;
		Req_orig <= 0;
		Address <= '0;
		Success <= 0;
		Encode_Instruction <= 0;
		Decode_Instruction <= 0;
		Status <= '0;
	end
	else
	begin
		Req_orig <= next_Req_orig;
		current_state<=next_state;
		USBOE <= next_USBOE;
		Address <= next_Address;
		Success <= next_Success;
		Encode_Instruction <= next_Encode_Instruction;
		Decode_Instruction <= next_Decode_Instruction;
		Status <= next_Status;
	end
end
always_comb
begin
next_USBOE = USBOE;
next_Address = Address;
Request = '0;
next_Encode_Instruction = Encode_Instruction;
next_Decode_Instruction = Decode_Instruction;
next_Success = Success;
next_state = current_state;
next_Req_orig = Req_orig;
next_Status = StatusIn;
Restart = 0;
case(current_state)
	IDLE: 
		begin
			Request = '0;
			next_Decode_Instruction = '0;
			next_Encode_Instruction = '0;
			if(Decode_Status==4'b0101)
			begin
				next_state=READ;
			end
			else if(Decode_Status==4'b0110)
			begin
				next_state=WRITE;
			end
			else if(Decode_Status==4'b0111)
			begin
				next_state=ERASE;
			end
			else
				next_state = IDLE;
		end
	READ: 
	begin
		Request=4'b0001;
		next_Decode_Instruction = 3'b001;
			if(Decode_Status==4'b1010) begin
				next_state=R_WAIT;
			end
			else begin
				next_state=READ;
			end			
	end
	R_WAIT:begin
		next_USBOE = 1;
		next_Encode_Instruction=4'b0110;
		if(Encode_Status==3'b010)
		begin
			next_state=RESUME1;
		end
		else begin
			next_state=R_WAIT;
		end	
	end
	RESUME1: begin
		next_USBOE = 0;
		next_Encode_Instruction = '0;
		next_Decode_Instruction = '0;
		Request = 4'b0001;
		if (Decode_Status == 4'b0011) begin
			next_state = ADD_EQ1;
			next_Address = Rcv_data;
		end
		else
			next_state = RESUME1;
		next_Req_orig = Request;
	end
	RESUME2: begin
		next_USBOE = 0;
		next_Encode_Instruction = '0;
		next_Decode_Instruction = '0;
		Request = 4'b0010;
		if (Decode_Status == 4'b0011) begin
			next_state = ADD_EQ1;
			next_Address = Rcv_data;
		end
		else
			next_state = RESUME2;
		next_Req_orig= Request;
	end
	RESUME3: begin
		next_USBOE = 0;
		next_Encode_Instruction = '0;
		next_Decode_Instruction = '0;
		Request = 4'b0011;
		if (Decode_Status == 4'b0011) begin
			next_state = ADD_EQ1;
			next_Address = Rcv_data;
		end
		else
			next_state = RESUME3;
		next_Req_orig= Request;
	end
	WRITE: 
	begin
		Request=4'b0010;
		if(Decode_Status==4'b1010) begin
			next_state=W_WAIT;
		end
		else begin
			next_state=WRITE;
		end			
	end
	W_WAIT:
	begin
		next_Encode_Instruction=4'b0110;
		next_USBOE = 1;
		if(Encode_Status==3'b010)
		begin
                        next_Encode_Instruction = 0;	 
			next_state=RESUME2;
		end
		else begin
			next_state=W_WAIT;
		end
	end
	ERASE:begin 
		Request=4'b0011;
		if(Decode_Status==4'b1010) begin
			next_state=E_WAIT;
		end
		else begin
			next_state=ERASE;
		end			
	end
	E_WAIT:begin
		next_USBOE = 1;
		next_Encode_Instruction=4'b0110;
		if(Encode_Status==3'b010)
		begin
			next_state=RESUME3;
		end
		else begin
			next_state=E_WAIT;
		end
	end
	MAX_PACKET: 
		begin
			Request = '0;
			next_USBOE = 1;
			next_Encode_Instruction = 4'b0111;
			if(Encode_Status == 3'b010)
				next_state=WASTE;
			else if(Status == '1) begin		 
				next_state = MAX_PACKET2;
			end
			else
				next_state = MAX_PACKET;
		end
	MAX_PACKET2: 
		begin
			Request = '0;
			next_USBOE = 1;
			next_Encode_Instruction = 4'b0111;
			if(Encode_Status == 3'b010)
				next_state=WASTE2;
			else
				next_state = MAX_PACKET2;
		end
	ERROR_R: 
		begin
		next_state=IDLE;
		end
	ERROR_W: 
		begin
		next_state=ACK_BAD;
		end
	ADD_EQ1:begin 
		Request=4'b0111;
		next_Address=Rcv_data;
		next_state=DUMMY1;
		end
	DUMMY1: begin 
		next_state=REVERT1;
		next_Address=Rcv_data;
		Request = 4'b0111;
		end
	REVERT1:
		begin
			Request = Req_orig;
			if(Decode_Status==4'b0011)
			begin	
				next_state=ADD_EQ2;
			end
			else begin
				next_state=REVERT1;
			end
		end
	ADD_EQ2:begin 
		Request=4'b0111;
		next_Address=Rcv_data;
		next_state=DUMMY2;
		end
	DUMMY2: begin 
		next_state=REVERT2;
		next_Address=Rcv_data;
		Request = 4'b0111;
		end
	REVERT2: 
		begin
			Request = Req_orig;
			if(Decode_Status==4'b0011)
			begin	
				next_state=ADD_EQ3;
			end
			else begin
				next_state=REVERT2;
			end
		end
	ADD_EQ3:begin 
		Request=4'b0111;
		next_Address=Rcv_data;
		next_state=DUMMY3;
		end
	DUMMY3: begin 
		next_state=REVERT3;
		next_Address=Rcv_data;
		Request = 4'b0111;
		end
	REVERT3: 
		begin
			Request= Req_orig;
                        if(Decode_Status == 4'b1010 && (Request == 4'b0010 || Request == 4'b0101)) begin
                                next_state = ACK_RW1;
                                next_USBOE = 1;
                                next_Encode_Instruction = 1;
                        end
			else if (Decode_Status == 4'b1010 && Request != 4'b0011) begin
				next_state=ACK_RW;
			        next_Encode_Instruction=4'b0110;
                        end
			else if(Request == 4'b0011 && (Status == 3'b110 || Status == 3'b011)) begin
				next_state = ACK_GOOD;
                        end 
			else begin
				next_state = REVERT3;
                        end
		end
        ACK_RW1: begin  
                        next_USBOE = 1;
                        next_Encode_Instruction= '0;
                        Request = 4'b0010;
                         if(Status == 3'b101)  begin
                            next_state = ACK_RW2;
                             next_Encode_Instruction=4'b0110;
                         end
                         else begin
                            next_state = ACK_RW1;
                         end
                      end  
	ACK_RW2: begin
                        Request = 4'b0010;
			next_USBOE = 1;
			next_Encode_Instruction=4'b0110;
			if(Status == 3'b101)
                              Request= 4'b1111;
			if ((Encode_Status == 3'b001 || Encode_Status == 3'b010) && (Request == 4'b0010 || Request == 4'b1111)) begin
                                next_state = CHECK_TOKEN;
                                next_Encode_Instruction = 4'b0000;
                        end
                        else
				next_state = ACK_RW2;
	end
	PREACK_RW: 
		begin
			next_USBOE = 1;
			next_Encode_Instruction=4'b0110;
			next_state = ACK_RW;
		end
	ACK_RW: begin
			next_USBOE = 1;
			next_Encode_Instruction=4'b0110;
			if(Status == 3'b101)
                              Request= 4'b1111;
			Request = Req_orig;
			if((Encode_Status == 3'b001 || Encode_Status == 3'b010) && (Request != 4'b0010))
				next_state = WAITATTACHSYNCDATA1;
			else if ((Encode_Status == 3'b001 || Encode_Status == 3'b010) && (Request == 4'b0010 || Request == 4'b1111)) begin
                                next_state = CHECK_TOKEN;
                                next_Encode_Instruction = 4'b0000;
                        end
                        else
				next_state = ACK_RW;
	end
        WAITATTACHSYNCDATA1:
		begin
			next_USBOE = 0;
			next_Encode_Instruction = '0;
			if(Decode_Status == 4'b1011)
				next_state = ATTACHSYNCDATA1;
			else
				next_state = WAITATTACHSYNCDATA1;
		end
	ATTACHSYNCDATA1:
		begin
			next_USBOE = 1;
			next_Encode_Instruction = 4'b0100;	 
			if(Encode_Status == 3'b011)
				next_state = CHECK_TOKEN;
			else if (Status == 3'b001)
				next_state = CHECK_TOKEN;
			else
				next_state = ATTACHSYNCDATA1;
		end
	ATTACHSYNCDATA2:
		begin
			next_USBOE = 0;
			next_Encode_Instruction = 4'b0100;	 
			next_state = CHECK_TOKEN;
		end
	CHECK_TOKEN: 
		begin
			next_USBOE = 0;
			next_Decode_Instruction = '0;
			next_Encode_Instruction = '0;
			if(Decode_Status == 4'b1011 && Req_orig==4'b0001) begin
				next_state=READ_T;
			end
			else if(Req_orig==4'b0010) begin
				next_state=WRITE_T;
                                next_USBOE = 0;
			end
		end
	READ_T:begin 
		next_USBOE = 0;
		next_Encode_Instruction=4'b0101;
		Request=4'b1000;
		next_state=WAIT1;
		end
	WAIT1:begin 
		next_USBOE = 0;
		Request=4'b1000;
		next_state=WAIT2;
		end
	WAIT2:begin 
		next_USBOE = 1;
		Request = Req_orig;
		if(Status==3'b111) begin
			next_state=ADD_CRC;
		end
		else if(Status==3'b100)
		begin
			next_state=MAX_PACKET;
		end
		else begin
			next_state=WAIT2;
		end
	end
	WAIT2_1: begin
		next_Encode_Instruction = 4'b0001;
		next_state = WAIT2_1;
	end	
	WASTE:begin 
		next_USBOE = 0;
		next_Encode_Instruction=4'b0000;
		if(Decode_Status==4'b1000) begin
			next_state=CHK_ACK;
		end
		else if(Decode_Status == 4'b1001)
		begin
			next_state=ERROR_R; 
		end
	end
	WASTE2:begin 
		next_Encode_Instruction=4'b0000;
		next_USBOE = 0;
		if(Decode_Status==4'b1000) begin
			next_state=WASTE3;
		end
		else if(Decode_Status == 4'b1001)
		begin
			next_state=ERROR_R; 
		end
	end	
	WASTE3:begin 
		next_Encode_Instruction=4'b0000;
		next_Decode_Instruction = '1;
		next_state=IDLE;
	end	
	CHK_ACK: 
		begin
		next_Encode_Instruction = 4'b0100;
		if(Decode_Status == 4'b1011) begin
			next_state=ATTACHSYNCDATA2;
		end
		else begin
			next_state=CHECK_TOKEN;
		end
		end
	WRITE_T: 
	begin
                next_USBOE = 0;
                next_Encode_Instruction = 3'b000;
                next_Decode_Instruction = 3'b110;
                Request = 4'b0010;
                if(Status == 3'b100) begin
                        next_state = WRITE_T;
                        next_Decode_Instruction = 3'b011;
                         if(Decode_Status == 4'b1111) begin
                            next_state = REVERT4;
                         end
                end 
		else if(Decode_Status ==4'b0010)
		begin
			next_state =W1;
		end
		else if (Status==3'b011) begin
			next_state=ERROR_W;
		end
                else if (Status==3'b010)begin
                        next_state = W_FLASH;
                end
                else begin
                        next_state = WRITE_T;
                end
	end
        W1: begin 
             Request = 4'b0010;
             next_state = W2;
        end
        W2:begin
             Request = 4'b0010;
             next_state = W3;
        end
        W3:begin
             Request = 4'b0010;
             next_state = W4;
        end
        W4:begin
             Request = 4'b0101;
             next_state = W5;
        end
        W5:begin 
             Request = 4'b0101;
             next_state = W6;
        end
        W6:begin
             Request = 4'b0101;
             next_state = W7;
        end
        W7:begin
              Request = 4'b0101;
              next_state = WRITE_T;
              next_USBOE = 0;
        end
	W_FLASH: 
	begin
		next_Encode_Instruction=4'b0010;
                next_Decode_Instruction = 3'b101;
		Restart = 1;
		next_state = IDLE;
	end
        REVERT4: begin
			if (Decode_Status == 4'b1010)
				next_state=WACK_RW;
			else
				next_state = REVERT4;
		end
        WACK_RW: 
	begin
	next_USBOE = 1;
	next_Encode_Instruction=4'b0110;
	if((Encode_Status == 3'b001 || Encode_Status == 3'b010) && (Status != 3'b010)) begin
		next_state = RESET1;
                next_Decode_Instruction = 4'b0000;
                next_Encode_Instruction = 4'b0000;
         end
	else if ((Encode_Status == 3'b001 || Encode_Status == 3'b010) && (Status == 3'b010)) begin
                next_state = IDLE;
          end
         else begin
	        next_state = WACK_RW;
          end
	end
	RESET1: begin
        next_Decode_Instruction = 4'b0000;
        next_Encode_Instruction = 4'b0000;
             if(Decode_Status ==4'b1010)  begin
                          next_state = WRITE_T;
                          next_USBOE = 1;
                next_Encode_Instruction = 3'b000;
                next_Decode_Instruction = 3'b110;
             end
             else  begin 
                     next_state = RESET1;
                     next_Decode_Instruction = 4'b0000;
                     next_Encode_Instruction = 4'b0000; 
            end
      end
      ENC_GOOD_REPEAT: begin 
		if(Encode_Status==3'b001) begin
			next_state=IDLE;
		end
		else begin
			next_state=ENC_GOOD_REPEAT;
		end
	end
	E1:begin 
		next_Req_orig = Request;
		Request=4'b0111;
		next_Address=Rcv_data;
		next_state=E2;
		end
	E2: begin 
		next_state=E3;
	end
	E3: 
		begin
			Request = Req_orig;
			if(Decode_Status==4'b0011)
			begin	
				next_state=E4;
			end
			else begin
				next_state=E3;
			end
		end
	E4:begin 
		next_Req_orig = Request;
		Request=4'b0111;
		next_Address=Rcv_data;
		next_state=E5;
		end
	E5: begin 
		next_state=E6;
		end
	E6: 
		begin
			Request = Req_orig;
			if(Decode_Status==4'b0011)
			begin	
				next_state=E7;
			end
			else begin
				next_state=E6;
			end
		end
	E7:begin 
		next_Req_orig = Request;
		Request=4'b0111;
		next_Address=Rcv_data;
		next_state=E8;
		end
	E8: begin 
		next_state=E9;
		end
	E9: 
		begin
			Request = Req_orig;
			if(Decode_Status==4'b0011)
			begin	
				next_state=E10;
			end
			else begin
				next_state=E9;
			end
		end
	E10:begin 
		next_Req_orig = Request;
		Request=4'b0111;
		next_Address=Rcv_data;
		next_state=E11;
		end
	E11: begin 
		next_state=E12;
		end
	E12: 
		begin
			Request = Req_orig;
				next_state=WAIT_ERASE;
		end
	WAIT_ERASE:begin 
		if(Status==3'b110)begin
			next_state=ACK_GOOD;
		end
		else if(Status==3'b011) begin
			next_state=ACK_BAD;
		end
		else begin
			next_state=WAIT_ERASE;
		end
	end
	ACK_GOOD:begin 
		next_Encode_Instruction=4'b0110;
		Request = '0;
		next_USBOE = 1;
		if(Encode_Status == 3'b001 || Encode_Status == 3'b010) begin
			next_state=IDLE;
			Restart = 1;
			next_USBOE = 0;
		end
		else
			next_state = ACK_GOOD;
		end
	ACK_BAD: begin 
		next_Encode_Instruction=4'b0011;
		Request = '0;
		next_USBOE = 1;
		if(Encode_Status == 3'b001 || Encode_Status == 3'b010)
			next_state=IDLE;
		else
			next_state = ACK_BAD;
		end
	endcase
end
endmodule
</file>
<file path="flow/run.sh">
#!/bin/bash
# OpenROAD 26Q1-2900-gdf79404cd8, Yosys 0.63+post, stock flow scripts
make -C /OpenROAD-flow-scripts/flow DESIGN_CONFIG=/design/flow/config.mk WORK_HOME=/design/flow/orfs finish
</file>
<file path="flow/config.mk">
export PLATFORM = sky130hd
export DESIGN_NAME = MainRCU
export DESIGN_NICKNAME = MainRCU
export VERILOG_FILES = /design/flow/design.v
export SDC_FILE = /design/flow/constraint.sdc
export NUM_CORES = 4
export LEC_CHECK = 1
export CORE_UTILIZATION = 30
</file>
<file path="flow/constraint.sdc">
current_design MainRCU

set clk_period 3.2
set clk_io_pct 0.2

create_clock -name clk0 -period $clk_period [get_ports {clk}]

set non_clock_inputs [all_inputs -no_clocks]
set_input_delay [expr $clk_period * $clk_io_pct] -clock clk0 $non_clock_inputs
set_output_delay [expr $clk_period * $clk_io_pct] -clock clk0 [all_outputs]
</file>
==> results.cfg <==
; physical design summary
[sta]
tns_ps = 0
final_hold_viol_count = 0
period_used_pct = 97.2
clock.fmax_ghz = 0.322
finalSetupViolCount = 0
skew_ps = 6.09
slew_headroom_pct = 49.0
period_needed_ps = 3110
worst_slew_pin_slew_ps = 762
slew_viol_final = 0

[place]
portBuffers = 39
place_hpwl_um = 13300
placed_area_um2 = 4390
gp_congestion = 1.04

[run]
warnings = 27
max_cap_violations = 0

[clocking]
cts_root_buffer = clkbuf_16
tritoncts = built
clock_latency_ps = 280
clk_pin_slew_ps = 80
hold_buffers = 0
cts_buffers = 3
ctsLongestPathBuffers = 2
htree_num_levels = 1
clock_sinks = 27

[power]
power_density_nw_per_um2 = 632
vdd_ir_drop_max_v = 0.000366
power.leakage_uw = 0.00171

[floorplanning]
die_w_um = 111
core_um2 = 11500
initial_core_util_pct = 30.9
ios = 43
die_height_um = 111
rows = 39
chip_area_um2 = 12300

[detailed_routing]
wl_per_cell_um = 25.1
diodes = 0
dr.pass1.iters = 5
drtAntennaViolNets = 0
wirelength_um = 17100
num_vias = 4368
first_iter_violations = 641
via_per_inst = 6.40
drc = 0

[synth]
synth_stat.cells = 470
ys.flops = 27
ys_seq_share_pct = 19.1
syn_area_um2 = 3540
async_flop_share_pct = 100
edf_count = 0
yosys_area_um2 = 3540
avgSynthCellArea_um2 = 7.54
ff_type = dfrtp_1
yosysWarnings = 1
synth.distinct_cells = 80
syn_inst = 470

[worst_setup_path]
cp_slowest_cell = dfrtp_2
worstPathCellList = or3b_4 > o221ai_1 > o21ai_0 > o221ai_1 > nand2_1 > nand4b_1 > clkdlybuf4s50_1
worst_ep_arrival_time_ps = 2470
endpoint_kind = output port
slowest_delay_ps = 480
cp-start-kind = register
worstPathRequired_ps = 2560
worstPathMaxFanout = 5
critPathMostFrequentCell = o221ai_1
crit_type = reg -> out

[min_path]
min_path_type = reg -> reg

[final_layout]
drive_above_1_share_pct = 21.1
layout_top_cell = buf_4
syn_to_final_growth_pct = 27.9
final_area_um2 = 4530
lay_top_cells = 77 x buf_4, 39 x clkdlybuf4s50_1, 38 x nand2_1
n_fill_cell = 1155

[global_route]
antenna_found_initial = 0
grt_pass1_wl_um = 26000
globalRouteTotalUtil_pct = 28.6
grt_start_max_net_pins = 28
grt-ovfl-total = 0
grt_pass1_vias = 4238

[run_status]
status = finished, final reports clean
[final timing paths]
check | cells past startpoint | endpoint | slack (ps) | from
worst min-delay path | 1 | Decode_Instruction[1] | 490 | Decode_Instruction[1]
worst min register to register | 1 | Decode_Instruction[1] | 490 | Decode_Instruction[1]
worst max-delay path | 7 | Request[0] | 90 | current_state[6]
max in group asynchronous | 2 | current_state[2] | 2110 | n_rst
worst max register to register | 9 | current_state[2] | 340 | current_state[0]
min in group asynchronous | 2 | Status[1] | 760 | n_rst
[power breakdown]
part           leakage, uW  switching, uW  total, uW  internal [uW]
logic              0.00134           1070       1950            884
registers         0.000336            136        594            459
clock network    0.0000371            147        319            171
[what timing repair did]
item / 4_1_cts / 5_1_grt
setup buffers: 0 / 5
setup endpoints to repair: 0 / 4
resized: 0 / 9
[sequential cells by signal (all words and copies together), names as in the netlist]
signal,cells
Req_orig,2
USBOE,1
Encode_Instruction,3
Address,8
Decode_Instruction,3
Status,3
current_state,7
[cells in the mapped netlist, drive strengths merged (9+ instances only)]
cell	count	area, um2
a21oi	25	125
buf	32	195
clkbuf	18	67.6
dfrtp	27	676
nand2	38	143
nand2b	18	113
nand3	11	55.1
nor2	38	150
nor2b	13	81.3
nor3	13	65.1
nor3b	12	100
nor4	11	68.8
o211ai	14	110
o21ai	27	135
o22ai	9	56.3
[through the flow]
step	hold slack, ps	power (uW)	setup slack [ps]	util [%]	std cells
2_1_floorplan	344	1660	798	-	470
3_3_place_gp	479	2490	-28.7	38.3	674
3_5_place_dp	477	2460	-28.8	38.3	674
4_1_cts	501	2790	0.219	39.0	678
5_1_grt	529	3050	-9.67	39.5	683
6_report	494	2870	90.9	39.5	683
[kinds of logic (layout without fill, tap and decap cells)]
logic type,Yosys count,count (layout),share of synthesized area [%]
buffers and inverters,57,127,8.15
flip-flops,27,27,19.1
AND/OR/NAND/NOR,225,225,39.7
AND-OR/OR-AND,144,144,28.4
multiplexers,10,10,3.11
XOR/XNOR,6,6,1.48
other,1,1,0.106
[routing by layer]
layer / up-vias / GRT usage [%] / share of wire [%]
li1: 1952 / - / -
met1: 2072 / 39.4 / 41
met2: 279 / 41.7 / 42
met3: 65 / 6.41 / 9.4
met4: 0 / 15.9 / 7.1
met5: - / 0 / 0
[layout make-up]
cell class                      instances  area (um2)  share of cell area [%]
Inverter                                7        26.3                   0.579
Sequential cell                        27         682                    15.0
Timing Repair Buffer                  116         968                    21.4
Clock buffer                            3        75.1                    1.66
Clock inverter                          1        7.51                   0.166
Tap cell                              143         179                    3.95
Multi-Input combinational cell        386        2600                    57.3
[critical path, delay by kind of cell (launching register included)]
kind / cells / cell delay (ps)
AND/OR/NAND/NOR: 3 / 660
buffers and inverters: 1 / 470
flip-flops: 1 / 480
AND-OR/OR-AND: 3 / 590
Power and IR drop assume default switching activity.
